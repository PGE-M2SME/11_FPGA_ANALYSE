==> flow/design.v <==
module LEDtest ( input direction, output seg_1,seg_2,seg_3,seg_4,seg_5,seg_6,seg_7,seg_8,
seg_9, seg_10,seg_11,seg_12,seg_13,seg_14,seg_15,seg_16,
		input [3:0] count );
	reg seg1, seg2, seg3, seg4, seg5, seg6, seg7, seg8,seg9, seg10,seg11,seg12,seg13,seg14,seg15,seg16;
	always @(*) begin
		if(~direction) begin
		case(count)
			4'b0000:begin seg9 = 1'b1;seg10 = 1'b1; seg11 =1'b1; seg12 =1'b1 ;seg13 = 1'b1;seg14 = 1'b1; seg15 = 1'b1 ;seg16 =1'b0 ; end
			4'b0001:begin seg9 = 1'b1;seg10 = 1'b1; seg11 =1'b1; seg12 =1'b1 ;seg13 = 1'b1;seg14 = 1'b1; seg15 = 1'b0 ;seg16 =1'b1 ; end
			4'b0010:begin seg9 = 1'b1;seg10 = 1'b1; seg11 =1'b1; seg12 =1'b1 ;seg13 = 1'b1;seg14 = 1'b0; seg15 = 1'b1 ;seg16 =1'b1 ; end
			4'b0011:begin seg9 = 1'b1;seg10 = 1'b1; seg11 =1'b1; seg12 =1'b1 ;seg13 = 1'b0;seg14 = 1'b1; seg15 = 1'b1 ;seg16 =1'b1 ; end
			4'b0100:begin seg9 = 1'b1;seg10 = 1'b1; seg11 =1'b1; seg12 =1'b0 ;seg13 = 1'b1;seg14 = 1'b1; seg15 = 1'b1 ;seg16 =1'b1 ; end
			4'b0101:begin seg9 = 1'b1;seg10 = 1'b1; seg11 =1'b0; seg12 =1'b1 ;seg13 = 1'b1;seg14 = 1'b1; seg15 = 1'b1 ;seg16 =1'b1 ; end
			4'b0110:begin seg9 = 1'b1;seg10 = 1'b0; seg11 =1'b1; seg12 =1'b1 ;seg13 = 1'b1;seg14 = 1'b1; seg15 = 1'b1 ;seg16 =1'b1 ; end
			4'b0111:begin seg9 = 1'b0;seg10 = 1'b1; seg11 =1'b1; seg12 =1'b1 ;seg13 = 1'b1;seg14 = 1'b1; seg15 = 1'b1 ;seg16 =1'b1 ; end
			4'b1000:begin seg9 = 1'b1;seg10 = 1'b1; seg11 =1'b1; seg12 =1'b1 ;seg13 = 1'b1;seg14 = 1'b1; seg15 = 1'b1 ;seg16 =1'b0 ; end
			4'b1001:begin seg9 = 1'b1;seg10 = 1'b1; seg11 =1'b1; seg12 =1'b1 ;seg13 = 1'b1;seg14 = 1'b1; seg15 = 1'b0 ;seg16 =1'b1 ; end
			4'b1010:begin seg9 = 1'b1;seg10 = 1'b1; seg11 =1'b1; seg12 =1'b1 ;seg13 = 1'b1;seg14 = 1'b0; seg15 = 1'b1 ;seg16 =1'b1 ; end
			4'b1011:begin seg9 = 1'b1;seg10 = 1'b1; seg11 =1'b1; seg12 =1'b1 ;seg13 = 1'b0;seg14 = 1'b1; seg15 = 1'b1 ;seg16 =1'b1 ; end
			4'b1100:begin seg9 = 1'b1;seg10 = 1'b1; seg11 =1'b1; seg12 =1'b0 ;seg13 = 1'b1;seg14 = 1'b1; seg15 = 1'b1 ;seg16 =1'b1 ; end
			4'b1101:begin seg9 = 1'b1;seg10 = 1'b1; seg11 =1'b0; seg12 =1'b1 ;seg13 = 1'b1;seg14 = 1'b1; seg15 = 1'b1 ;seg16 =1'b1 ; end
			4'b1110:begin seg9 = 1'b1;seg10 = 1'b0; seg11 =1'b1; seg12 =1'b1 ;seg13 = 1'b1;seg14 = 1'b1; seg15 = 1'b1 ;seg16 =1'b1 ; end
			4'b1111:begin seg9 = 1'b0;seg10 = 1'b1; seg11 =1'b1; seg12 =1'b1 ;seg13 = 1'b1;seg14 = 1'b1; seg15 = 1'b1 ;seg16 =1'b1 ; end
			endcase
			end
		case(count)  
			4'b0000:begin seg1 = 1'b0;seg2 = 1'b0; seg3 =1'b0; seg4 =1'b0 ;seg5 = 1'b0;seg6 = 1'b0; seg7 = 1'b1 ;seg8 =1'b1 ; end
			4'b0001:begin seg1 =1'b1 ;seg2 =1'b0 ; seg3 =1'b0; seg4 =1'b1;seg5 =1'b1;seg6 =1'b1; seg7 =1'b1;seg8 =1'b1; end
			4'b0010:begin seg1 =1'b0;seg2 =1'b0; seg3 =1'b1; seg4 =1'b0;seg5 =1'b0;seg6 =1'b1; seg7 =1'b0;seg8 =1'b0; end
			4'b0011:begin seg1 =1'b0;seg2 =1'b0; seg3 =1'b0; seg4 =1'b0;seg5 =1'b1 ;seg6 =1'b1; seg7 =1'b0;seg8 =1'b0; end
			4'b0100:begin seg1 =1'b1;seg2 =1'b0; seg3 =1'b0; seg4 =1'b1;seg5 =1'b1;seg6 =1'b0; seg7 =1'b0;seg8 =1'b0; end
			4'b0101:begin seg1 =1'b0;seg2 =1'b1; seg3 =1'b0; seg4 =1'b0;seg5 =1'b1;seg6 =1'b0; seg7 =1'b0;seg8 =1'b0; end
			4'b0110:begin seg1 =1'b1;seg2 =1'b1; seg3 =1'b0; seg4 =1'b0;seg5 =1'b0;seg6 =1'b0; seg7 =1'b0;seg8 =1'b0; end
			4'b0111:begin seg1 =1'b0;seg2 =1'b0; seg3 =1'b0; seg4 =1'b1 ;seg5 = 1'b1;seg6 =1'b1 ; seg7 =1'b1;seg8 =1'b1; end
			4'b1000:begin seg1 =1'b0;seg2 =1'b0; seg3 =1'b0; seg4 =1'b0;seg5 =1'b0;seg6 =1'b0; seg7 =1'b0;seg8 =1'b0; end
			4'b1001:begin seg1 =1'b0;seg2 =1'b0; seg3 =1'b0; seg4 =1'b1;seg5 =1'b1;seg6 =1'b0; seg7 =1'b0;seg8 =1'b0; end
			4'b1010:begin seg1 =1'b0;seg2 =1'b0; seg3 =1'b0; seg4 =1'b1;seg5 =1'b0;seg6 =1'b0; seg7 =1'b0;seg8 =1'b0; end
			4'b1011:begin seg1 =1'b0;seg2 =1'b0; seg3 =1'b0; seg4 =1'b0;seg5 =1'b0;seg6 =1'b0; seg7 =1'b0;seg8 =1'b0; end
			4'b1100:begin seg1 =1'b0;seg2 =1'b1; seg3 = 1'b1; seg4 =1'b0;seg5 =1'b0;seg6 =1'b0; seg7 =1'b1;seg8 =1'b1; end
			4'b1101:begin seg1 =1'b0;seg2 =1'b0; seg3 =1'b0; seg4 =1'b0;seg5 =1'b0;seg6 =1'b0; seg7 =1'b1;seg8 =1'b1; end
			4'b1110:begin seg1 =1'b0;seg2 =1'b1; seg3 =1'b1; seg4 =1'b0;seg5 =1'b0;seg6 =1'b0; seg7 =1'b0;seg8 =1'b0; end
			4'b1111:begin seg1 =1'b0;seg2 =1'b1; seg3 =1'b1; seg4 =1'b1;seg5 =1'b0;seg6 =1'b0; seg7 =1'b0;seg8 =1'b0; end
			endcase
	end
assign seg_1 = seg1;
assign seg_2 = seg2;
assign seg_3 = seg3;
assign seg_4 = seg4;
assign seg_5 = seg5;
assign seg_6 = seg6;
assign seg_7 = seg7;
assign seg_8 = seg8;
assign seg_9 = seg9;
assign seg_10 = seg10;
assign seg_11 = seg11;
assign seg_12 = seg12;
assign seg_13 = seg13;
assign seg_14 = seg14;
assign seg_15 = seg15;
assign seg_16 = seg16;
	endmodule
==> flow/run.sh <==
#!/bin/bash
# OpenROAD 26Q1-2900-gdf79404cd8, Yosys 0.63+post, stock flow scripts
make -C /OpenROAD-flow-scripts/flow DESIGN_CONFIG=/design/flow/config.mk WORK_HOME=/design/flow/orfs finish
==> flow/config.mk <==
export PLATFORM = sky130hd
export DESIGN_NAME = LEDtest
export DESIGN_NICKNAME = LEDtest
export VERILOG_FILES = /design/flow/design.v
export SDC_FILE = /design/flow/constraint.sdc
export NUM_CORES = 4
export LEC_CHECK = 1
export CORE_AREA = 10 10 70 70
export DIE_AREA = 0 0 80 80
==> flow/constraint.sdc <==
current_design LEDtest

set clk_period 1.0
set clk_io_pct 0.2

create_clock -name clk0 -period $clk_period

set non_clock_inputs [all_inputs -no_clocks]
set_input_delay [expr $clk_period * $clk_io_pct] -clock clk0 $non_clock_inputs
set_output_delay [expr $clk_period * $clk_io_pct] -clock clk0 [all_outputs]
==> impl_metrics.sql <==
-- implementation run metrics
INSERT INTO impl_metrics (metric_group, metric, value, unit) VALUES
('outcome', 'status', 'finished, violations left', ''),
('outcome', 'failing_checks', 'setup timing', ''),
('floorplan', 'die_height', '80', 'µm'),
('hold_path', 'hp-class', 'in -> out', ''),
('cells_and_area', 'final_layout_size_suffix_gt1_share', '56.5', '%'),
('power', 'p_leak', '0.417', 'nW'),
('synthesis', 'synth-simple-area-share', '25.4', '%'),
('route', 'dr.pass1.iters', '1', ''),
('final_timing', 'worstMarginPinSlew', '0.236', 'ns'),
('synthesis', 'synth.top_cell.area_share', '31.3', '%'),
('floorplan', 'die_area', '0.00640', 'mm²'),
('cells_and_area', 'syn_to_final_growth', '133', '%'),
('critical_path', 'critPathMaxStageDelay', '0.33', 'ns'),
('synthesis', 'ys_seq_elements', '8', ''),
('synthesis', 'netlist-cell-type-count', '16', ''),
('floorplan', 'die.size.x', '80', 'µm'),
('final_timing', 'final_worst_path_period_share', '134', '%'),
('route', 'drcViolationCount', '0', ''),
('global_route', 'grt_overflow_total', '0', ''),
('synthesis', 'synth-xor-area-share', '0', '%'),
('global_route', 'antenna_found_initial', '0', ''),
('route', 'routed_wire_length_per_instance', '10.1', 'µm'),
('synthesis', 'syn_area_per_cell', '8.35', 'µm²'),
('final_timing', 'fin_setup_tns', '-1.87', 'ns'),
('route', 'drt-total-wl', '1330', 'µm'),
('cells_and_area', 'leading_cell_types_in_the_layout_fill_and_taps_excluded', 'sky130_fd_sc_hd__buf_4 (12), sky130_fd_sc_hd__buf_2 (9), sky130_fd_sc_hd__clkdlybuf4s50_1 (9), sky130_fd_sc_hd__buf_6 (9), sky130_fd_sc_hd__dlxtn_1 (8)', ''),
('flow_run', 'count_of_tool_warnings', '40', ''),
('route', 'antenna_violating_nets_post_route', '0', ''),
('power', 'worst_ir_drop_vdd', '130', 'µV'),
('final_timing', 'grt_setup_unrepaired', 'yes', ''),
('final_timing', 'report.final.setup_viol', '8', ''),
('final_timing', 'final-hold-violation-count', '0', ''),
('final_timing', 'post-route-worst-setup-slack', '-0.342', 'ns'),
('placed_design', 'place.gp.congestion', '0.848', ''),
('final_timing', 'untimed_endpoints', '16', ''),
('placed_design', 'pre_cts_setup_slack', '-1.24', 'ns'),
('synthesis', 'post_synth_instance_area', '384', 'µm²'),
('synthesis', 'synth_area_leader_cell', 'sky130_fd_sc_hd__dlxtn_1', ''),
('global_route', 'grt_max_degree', '12', ''),
('synthesis', 'ys_cells', '46', ''),
('critical_path', 'critical_path_arrival', '1.14', 'ns'),
('synthesis', 'yosysWarningCount', '1', ''),
('critical_path', 'critPathCaptureType', 'primary output', ''),
('placed_design', 'post-place-cells', '123', ''),
('global_route', 'global_route.usage.total', '3.85', '%'),
('critical_path', 'crit_path_max_fanout', '3', ''),
('critical_path', 'worstSetupStartpointType', 'input port', ''),
('route', 'route.antenna.diode_count', '0', ''),
('route', 'initialDrtViolationCount', '0', ''),
('synthesis', 'synth.yosys.chip_area', '384', 'µm²'),
('synthesis', 'topCombFamilyByArea', 'simple AND/OR/NAND/NOR gates', ''),
('floorplan', 'initial_core_util', '11.2', '%'),
('final_timing', 'final_period_minus_worst_setup_slack', '1.34', 'ns'),
('critical_path', 'critical_path.cell_chain', 'buf_8 > buf_6 > ha_4 > nor2b_4 > buf_6 > or3b_1 > o21ai_1 > buf_2', ''),
('route', 'route.detailed.vias_per_inst', '3.28', ''),
('synthesis', 'post_synth_mux_area_share', '5.21', '%'),
('route', 'vias', '430', ''),
('floorplan', 'floorplan.core_area', '0.00342', 'mm²'),
('cells_and_area', 'utilization', '26.2', '%'),
('critical_path', 'type_of_the_setup_path_with_the_least_slack', 'in -> out', ''),
('synthesis', 'ys_sh_adder', '19.5', '%'),
('final_timing', 'unclocked_regs', '8', ''),
('synthesis', 'gate_count_of_the_mapped_netlist', '46', ''),
('cells_and_area', 'layout.cells.most_common', 'sky130_fd_sc_hd__buf_4', ''),
('critical_path', 'timing.critical_path.mode_cell', 'sky130_fd_sc_hd__buf_6', ''),
('global_route', 'first_pass_grt_wire_length', '2090', 'µm'),
('flow_run', 'maxCapViolations', '0', ''),
('power', 'power.total', '0.305', 'mW'),
('power', 'powerDensity', '341', 'mW/mm²'),
('critical_path', 'critPathSlowestCell', 'sky130_fd_sc_hd__or3b_1', ''),
('final_timing', 'final_max_slew_viol_count', '0', '');
final cells by class:
class	count	area, µm²
fill	365	2520
timing repair buffer	42	367
multi-input combinational	32	330
sequential	8	120
tap	46	57.6
inverter	3	18.8
state kept, by name, summed over array words and instances, names as in the netlist:
name	flops
seg10	1
seg11	1
seg12	1
seg13	1
seg14	1
seg15	1
seg16	1
seg9	1
kinds of logic after synthesis:
| kind of cell | after synthesis |
|---|---|
| and+or+nand+nor | 18 |
| latches | 8 |
| AOI/OAI and AO/OA | 6 |
| adders and majority gates | 6 |
| buffers and inverters | 6 |
| muxes | 2 |
layer usage:
layer	wire length [µm]	vias to the layer above	track usage, %
met2	655	12	7.06
met1	520	187	4.27
met3	123	2	1.14
met5	0	-	0
met4	27	0	0.704
li1	-	229	-
worst max-delay path: cells and delay by family:
family | cells | cell delay [ns]
adders and majority gates | 1 | 0.12
AOI/OAI and AO/OA | 1 | 0.07
buffers and inverters | 4 | 0.39
and+or+nand+nor | 2 | 0.37
timing repair:
| item | CTS | global route |
|---|---|---|
| endpoints found under the setup margin | 8 | 8 |
| pin swaps | 9 | 6 |
| hold buffers | 0 | 0 |
| setup buffers | 5 | 4 |
| gates resized | 64 | 13 |
report_power, final:
part	internal, mW	total, mW	switching, mW
Clock	0	0	0
Sequential	0.0198	0.0212	0.00142
Combinational	0.174	0.283	0.109
cell usage after synthesis (all sizes together):
cell and instances:
and2 2, dlxtn 8, nand2b 4, nor2b 1, buf 3, inv 3
or3b 1, nand2 7, o21ai 3, a21oi 1, nor2 3, o22ai 1
ha 6, o32ai 1, mux2i 2
worst paths after layout:
| path | endpoint | slack, ns | start | cells after the start |
|---|---|---|---|---|
| max | seg_4 | -0.34 | count[0] | 8 |
| min | seg_8 | 0.79 | count[1] | 4 |
stage by stage:
step	hold WS, ns	instance area (µm²)
floorplan	0.437	397
global placement	1.53	744
detailed placement	1.54	744
CTS	0.825	833
global route	0.806	893
finish	0.788	893
Power figures rest on the tool's default switching activity, not on a simulated workload.
