--- flow/run.sh ---
#!/bin/bash
# OpenROAD 26Q1-2900-gdf79404cd8, Yosys 0.63+post, stock flow scripts
make -C /OpenROAD-flow-scripts/flow DESIGN_CONFIG=/design/flow/config.mk WORK_HOME=/design/flow/orfs finish
--- flow/config.mk ---
export PLATFORM = sky130hd
export DESIGN_NAME = count4
export DESIGN_NICKNAME = count4
export VERILOG_FILES = /design/flow/design.v
export SDC_FILE = /design/flow/constraint.sdc
export NUM_CORES = 4
export LEC_CHECK = 1
export CORE_AREA = 10 10 70 70
export DIE_AREA = 0 0 80 80
--- flow/constraint.sdc ---
current_design count4

set clk_period 1.7
set clk_io_pct 0.2

create_clock -name clk0 -period $clk_period [get_ports {clk}]

set non_clock_inputs [all_inputs -no_clocks]
set_input_delay [expr $clk_period * $clk_io_pct] -clock clk0 $non_clock_inputs
set_output_delay [expr $clk_period * $clk_io_pct] -clock clk0 [all_outputs]
--- flow/design.v ---
module count4(
  input clk, direction,reset,
  output reg [3:0] count
  );
reg [3:0] countai, countbi;
always@(posedge clk)
  begin 
	if(reset)
   begin
    countai <= 8'h0;
    countbi <= 8'h0;
   end
   else
	if(direction)
     countai <= countai + 1;
    else
     countai <= countai - 1;
    countbi <= countai;
    count <= countbi;
   end
endmodule
==> results_slide.txt <==
Implementation Results

Drt
  • Via-per-instance ratio: 2.39
  • Via total after detailed routing: ~200
  • Post-detailed-route wirelength per cell: between 5 and 6 microns
  • Final antenna-violating net count: 0
  • TritonRoute pass-1 iters: 2
  • Total Wirelength: 485 microns
  • Drt initial violations: 12
  • Total inserted antenna cells: 0
  • Number of DRC violations after detailed routing: 0

Clock tree
  • Htree depth: 1
  • TritonCTS clock tree: yes
  • Number of buffers added for setup after CTS: 0
  • Clk Tree Root Cell: clkbuf_4
  • Clk pin slew, worst setup/hold paths: ~70 ps
  • Post-CTS Hold Fix Bufs: 0
  • Latency at later pin: roughly 260 ps
  • Number of buffers on the longest clock path: 2
  • Inserted Clock Buffers: 3
  • Clock sinks: 12
  • Post-cts gate resize count: 0

Setup path
  • Buffer-and-inverter tally for the worst setup path: 2
  • Req. time, crit path: 1860 ps
  • Count of cells along the worst register-to-register path: 4
  • Kind of launch point of the worst setup path: input port
  • Crit path max fanout: 3
  • Slowest cell on the critical path: clkdlybuf4s50_1
  • Number of stages on the worst setup path: 6
  • Endpoint type of the worst setup path: register
  • Cell family contributing the most delay on the critical path: buffers and inverters
  • Critical-path cell list: clkdlybuf4s50_1 > inv_1 > ha_1 > a21oi_1 > a21o_1 > a21oi_2
  • Worst setup path class: in2reg
  • Largest stage delay on the critical path: between 400 and 500 ps
  • CP arrival: between 1500 and 2000 ps

GRT
  • Number of global-route vias before repair: a little under 200
  • Number of antenna violations at the first check in global routing: 0
  • GRT Overall Usage: around 1.6%
  • Maximum number of pins on one net before global-route repair: 8
  • First-pass GRT wire length: between 800 and 900 microns
  • GR Overflow Total: 0

STA
  • RSZ-0062 raised after global routing: false
  • Peak Freq: about 680 MHz
  • Slew Viols, Final: 0
  • Worst Max-Slew Pin Slew: about 180 ps
  • Minimum period implied by the final worst setup slack: 1470 ps
  • Hold violation count in the final report: 0
  • Count of final setup violators: 0
  • Worst-case clock skew: 1.31 ps
  • Rel. slew slack: around 90%
  • Setup tns final: 0 ps
  • Post-route fraction of the period consumed by the critical path: ~86%

Floorplanning
  • Die x size: 80 microns
  • DIE AREA: between 0.006 and 0.007 sq mm
  • Core Footprint: approximately 0.0034 sq mm
  • Floorplan-stage core utilization: approximately 10%
  • Boundary pin count: 7
  • Row count: 21
  • Floorplan die height: roughly 80 microns

Power and ir drop
  • Fraction of power consumed by sequential logic: 51.9%
  • PwrDens: between 1000 and 1500 mW/mm^2
  • Worst-case vdd ir drop: 0.212 mV
  • Switching pwr: roughly 0.14 mW
  • Switching Share: between 20% and 30%
  • Static leakage: 0.203 nW
  • Total power after layout: about 0.7 mW
  • Logic pwr share: 16.6%
  • Internal power consumption: 0.539 mW
  • Clock network fraction of total power: between 30% and 40%

Placed design
  • Cell area after placement: 484 sq um
  • Placed Instances: ~80
  • Number of buffers inserted by port buffering: 6
  • Routability Congestion: between 0.6 and 0.7

Cells and area
  • Share of layout cells above drive strength 1: 18.4%
  • Most frequent logic cells in the routed design: dfxtp_1 (12), clkdlybuf4s50_1 (6), clkbuf_4 (3)
  • Area Overhead vs Synth: 48.0%
  • Leading cell type in the layout, fill and taps excluded: dfxtp_1
  • Final cell area excluding filler cells: between 500 and 600 sq um
  • Final instance count without filler cells: between 80 and 90
  • Post-layout utilization of the core: 15.2%

Yosys
  • Number of cells in the yosys synthesis report: 26
  • Flops out of synthesis: 12
  • Number of warnings printed during yosys synthesis: 1
  • Per-instance average area after synthesis: between 10 and 15 sq um
  • Post-synthesis cell type count: 11
  • Combined area of all synthesized cells: 352 sq um
  • Number of cells produced by synthesis: 26
  • Sequential cell area fraction in the yosys report: between 60% and 70%
  • Synthesized chip area reported by yosys: between 300 and 400 sq um

Min path
  • Hold crit path type: reg2reg
  • Number of stages on the worst hold path: 0

Flow run
  • Number of warnings in the stage logs: 25
  • Maxcap violations: 0

Status
  • Status: finished, final reports clean
[through the flow]
step | setup slack (ps) | hold WS, ps
after global routing | 111 | 338
after CTS | 233 | 329
after floorplan | 500 | 310
after global placement | -44.3 | 311
final | 230 | 328
after detailed placement | -55.7 | 312
[layer usage]
layer	routed length (microns)	part of all wire (%)	track usage [%]	vias up
met3	71	15	1.25	2
met1	236	49	2.15	80
met4	23	4.7	1.41	0
li1	-	-	-	111
met5	0	0	0	-
met2	153	32	1.36	8
[cell families after synthesis]
| kind of cell | synth area share (%) |
|---|---|
| DFF | 68.3 |
| and+or+nand+nor | 6.76 |
| AOI/OAI and AO/OA | 6.05 |
| adders and majority gates | 12.8 |
| xor gates and xnor gates | 4.98 |
| buffers and inverters | 1.07 |
[synthesized netlist by cell type, drive strengths merged]
cell type / count / share of area [%]
nor2b: 1 / 1.8
inv: 1 / 1.1
fa: 1 / 5.7
nor2: 2 / 2.1
dfxtp: 12 / 68
xnor2: 2 / 5.0
nand3: 2 / 2.8
a21oi: 2 / 3.9
a21o: 1 / 2.1
ha: 2 / 7.1
[state kept, by name, summed over array words and instances, names as in the netlist]
name and count:
countai 4, countbi 4, count 4
[worst paths after layout]
kind,start,end,slack [ps]
setup / recovery,direction,countai[3],230
hold / removal,countbi[1],count[1],330
setup reg to reg,countai[2],countai[3],580
hold reg to reg,countbi[1],count[1],330
[worst reg2reg max path, delay by kind of cell (launching register included)]
kind / cells / cell delay [ps]
AND-OR/OR-AND: 3 / 390
flip-flops: 1 / 320
adder cells (fa/ha/maj): 1 / 300
[cell type report]
| class | count | area [sq um] |
|---|---|---|
| sequential | 12 | 240 |
| timing repair buffer | 8 | 75.1 |
| tap | 46 | 57.6 |
| clock buffer | 4 | 36.3 |
| inverter | 1 | 3.75 |
| fill | 382 | 2900 |
| multi-input combinational | 13 | 108 |
[power groups by stage]
stage,Sequential [mW],Clock [mW],Combinational [mW]
after CTS,0.354,0.226,0.116
after global routing,0.359,0.246,0.131
final,0.353,0.214,0.113
Power is estimated from default activity; no workload was simulated.
