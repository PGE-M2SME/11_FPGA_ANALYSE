==> design.v <==
module clockDivider(clk, clkDivOut);
input clk;
output clkDivOut;
reg clkDivOut;
parameter period = 20000000; 
parameter halfPeriod = period/2; 
reg[31:0] countValue; 
always @(posedge clk) begin
			if (countValue == period -1 ) begin
				countValue = 0; 
				clkDivOut <= 0;
				end 
			else countValue = countValue +1;
		if (countValue == halfPeriod) clkDivOut <= 1; 
		end 
endmodule
==> run.sh <==
#!/bin/bash
# OpenROAD 26Q1-2900-gdf79404cd8, Yosys 0.63+post, stock flow scripts
make -C /OpenROAD-flow-scripts/flow DESIGN_CONFIG=/design/flow/config.mk WORK_HOME=/design/flow/orfs finish
==> config.mk <==
export PLATFORM = sky130hd
export DESIGN_NAME = clockDivider
export DESIGN_NICKNAME = clockDivider
export VERILOG_FILES = /design/flow/design.v
export SDC_FILE = /design/flow/constraint.sdc
export NUM_CORES = 4
export LEC_CHECK = 1
export CORE_UTILIZATION = 30
==> constraint.sdc <==
current_design clockDivider

set clk_period 6.2
set clk_io_pct 0.2

create_clock -name clk0 -period $clk_period [get_ports {clk}]

set non_clock_inputs [all_inputs -no_clocks]
set_input_delay [expr $clk_period * $clk_io_pct] -clock clk0 $non_clock_inputs
set_output_delay [expr $clk_period * $clk_io_pct] -clock clk0 [all_outputs]
==> CHANGELOG.md <==
## Flow update

* Highest-count logic cell in the final layout: dfxtp_1
* Final Hold Vio Count at 0
* CTS root buf: clkbuf_8
* Synth flops at 33
* Status: finished, final reports clean
* MaxCap Viol Count at 0
* DIE AREA at slightly above 6000 um^2
* Final worst slack at 3370 ps
* Post-detailed-route wirelength per cell at around 14 um
* Slew of the pin with the lowest slew margin at a little under 800 ps
* Drt total wl at between 3000 and 4000 um
* CP Buf/Inv Count at 0
* Mean Syn Cell Area at around 9 um^2
* Post-synth seq share at between 30% and 40%
* Core area at 5570 um^2
* Clk_skew at around 3.5 ps
* Hold Crit Class: reg2reg
* Crit path DAT at 3050 ps
* CP Class: reg2reg
* Final period util at 45.7%
* DP HPWL at 2710 um
* Dpl cells at 262
* Post-route minimum period at roughly 2800 ps
* H-tree levels at 2
* Commonest cells after routing, fill and taps aside: 33 x dfxtp_1, 19 x xnor2_1, 18 x nor2_1
* Number of global-route vias before repair at about 1300
* Reg2reg end: clkDivOut
* Relative max-transition margin at around 47%
* Inserted Diodes at 0
* Yosys cell count at around 200
* Maximum clock rate at approximately 0.35 GHz
* Post-CTS Setup Repair Bufs at 0
* Router iterations before antenna repair at 4
* Utilization after layout at between 30% and 40%
* Pleak at between 0.6 and 0.7 nW
* Hold Path Origin: clkDivOut
* Init Core Util at between 30% and 40%
* Most used cell, CP: o21ai_1
* PortBufs at 1
* Crit start category: flip-flop
* DP Worst Slack at 3400 ps
* Grt ovf at 0
* RSZ-0062 raised after global routing: no
* Required time worst endpoint at between 6000 and 7000 ps
* Clock Path Buffers at 2
* Pin count of the biggest net entering global routing at 11
* Row count at 27
* Fin cells at between 200 and 300
* CP top delay family: simple AND/OR/NAND/NOR gates
* Crit-path max FO at 7
* Slowest cell on crit path: or4_1
* Die Width at ~78 um
* TritonCTS Buffers at 5
* Cts repair resizes at 0
* Hold buffers post-CTS at 0
* GP Congestion at between 0.9 and 1
* Max IR drop VDD at ~0.10 mV
* Yosys stat chip area at approximately 1800 um^2
* DR vias/cell at 5.17
* Post-Syn Instances at ~200
* DR iter-0 viols at 128
* Final Slew Violations at 0
* Final setup vio count at 0
* Reg2Reg Depth at 8
* Die H at between 70 and 80 um
* Syn. warnings at 1
* Pwr per Cell Area at a little under 200 nW/um^2
* R2r setup slk at about 3400 ps
* # DRC at 0
* CP Cell Sequence: ha_1 -> nand4_1 -> or2_1 -> nor3_4 -> o21ai_1 -> or4b_1 -> or4_1 -> o21ai_1
* Layout area overhead at 7.57%
* Worst Setup End Kind: flip-flop
* ANT nets after route at 0
* Total number of vias at between 1000 and 1500
* Initial antenna violation count at 0
* CTS tree: done
* GRT Util Overall at 12.6%
* TritonCTS Sinks at 33
* Min-Delay Path Depth at 2
* Insertion Delay late pin at ~280 ps
* Global-route wire length before repair at between 6000 and 7000 um
* Layout cells sized above 1 at under 10%
* Unique cell types at about 40
* TNS Setup at 0 ps
* RR Startpoint: countValue[0]
* Clock-pin slew on the worst setup and hold paths at roughly 60 ps
* OpenROAD warnings at 25
* IO Pins at 2
* Post-Syn Area at about 1800 um^2
* Max stage delay on crit path at 500 ps
* Worst Hold Path EP: clkDivOut
==> worst max-delay path by stage <==
stage,startpoint,end,depth (start not counted),slack (ps)
after CTS,countValue[0],clkDivOut,8,3370
after global routing,countValue[0],clkDivOut,8,3110
final,countValue[0],clkDivOut,8,3370
==> worst min-delay path, cell delays in order, from the launching register on <==
cell and delay (ps):
dfxtp_1 310, o21ai_0 60, o21ai_1 60
==> sequential cells by signal, indices dropped and copies added (netlist names) <==
signal	count
countValue	32
clkDivOut	1
==> stage by stage <==
| step | cell area, um^2 | hold WS, ps | power (mW) |
|---|---|---|---|
| 4_1_cts | 1890 | 483 | 0.377 |
| 3_3_place_gp | 1800 | 477 | 0.217 |
| 2_1_floorplan | 1750 | 426 | 0.217 |
| 3_5_place_dp | 1800 | 474 | 0.217 |
| 5_1_grt | 1890 | 533 | 0.388 |
| 6_report | 1890 | 473 | 0.373 |
==> metal layers <==
metal,wire length (um),global-route usage (%),vias up
li1,-,-,712
met1,1940,20.0,648
met2,1520,18.9,25
met3,129,1.65,5
met4,46,1.48,0
met5,0,0,-
==> power breakdown <==
group | switching [mW] | internal (mW)
combinational | 0 | 0
sequential | 0 | 0.212
clock | 0.0731 | 0.0880
==> kinds of logic (layout without fill, tap and decap cells) <==
family / Yosys count / count (layout) / synth area share (%)
buffers and inverters: 16 / 13 / 4.35
XOR/XNOR: 31 / 31 / 15.5
multiplexers: 1 / 1 / 0.571
AND-OR/OR-AND: 12 / 12 / 3.71
flip-flops: 33 / 33 / 37.7
AND/OR/NAND/NOR: 106 / 106 / 37.5
adder cells (fa/ha/maj): 1 / 1 / 0.714
==> Yosys cell counts, drive strengths merged <==
master    n  area [um^2]
or3       1         6.26
o21ai     6         30.0
and2      3         18.8
or4       4         30.0
or4bb     1         11.3
nor4      6         50.0
nor4bb    1         10.0
o22ai     2         12.5
clkbuf    4         15.0
nand3     9         50.1
and3      3         18.8
mux2i     1         10.0
a21oi     2         10.0
xor2     12          105
nor2     19         73.8
buf       8         46.3
ha        1         12.5
nor2b     2         12.5
and4      6         52.6
nand2    16         60.1
nor4b     4         41.3
dfxtp    33          661
nand4    16          106
a31oi     2         12.5
nor3b     2         15.0
or2       1         6.26
nand4bb   1         11.3
or4b      1         10.0
nor3      7         46.3
xnor2    19          166
nand4b    3         26.3
inv       4         15.0
==> cell type report <==
cell class	count	area, um^2
Clock buffer	7	86.3
Fill cell	569	3690
Inverter	4	15.0
Multi-Input combinational cell	151	1020
Sequential cell	33	661
Tap cell	72	90.1
Timing Repair Buffer	2	17.5
Power and IR drop assume default switching activity.
